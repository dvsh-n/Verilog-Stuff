==> flow/design.v <==
module Dec27Seg (input [7:0] Decimal, output reg [6:0] HexSeg);
   always @ (*) begin
      HexSeg = 7'd0;
      case (Decimal)
      8'h0 : begin
	 HexSeg[6] = 1;
      end
      8'h1 : begin
	 HexSeg[0] = 1; HexSeg[6:3] = 4'b1111;
      end
      8'h2 : begin
	 HexSeg[2] = 1; HexSeg[5] = 1;
      end
      8'h3 : begin
	 HexSeg[4] = 1; HexSeg[5] = 1;
      end
      8'h4 : begin
	 HexSeg[0] = 1; HexSeg[4:3] = 2'b11;
      end
      8'h5 : begin
	 HexSeg[1] = 1; HexSeg[4] = 1;
      end
      8'h6 : begin
	 HexSeg[1] = 1;
      end
      8'h7 : begin
	 HexSeg[6:3] = 4'b1111;
      end
      8'h8 : begin
	 HexSeg[6:0] = 7'd0;
      end
      8'h9 : begin
	 HexSeg[4] = 1;
      end
		8'hA: HexSeg[3] = 1;
		8'hB:  begin
			HexSeg[0] = 1;
			HexSeg[1] = 1;
      end
		8'hC: begin
			HexSeg[1] = 1; HexSeg[2] = 1; HexSeg[6] = 1;
      end
		8'hD: begin
			HexSeg[0] = 1; HexSeg[5] = 1;
      end
		8'hE:  begin
			HexSeg[1] = 1; HexSeg[2] = 1;
      end
		8'hF:begin
			 HexSeg[1] = 1; HexSeg[2] = 1; HexSeg[3] = 1;
      end
		default : HexSeg[6:0] = 7'd0;
      endcase
   end
endmodule
module ASCII27Seg (input [7:0] AsciiCode, output reg [6:0] HexSeg);
   always @ (*) begin
      HexSeg = 7'd0;
      case (AsciiCode)
      8'h41 : HexSeg[3] = 1;
      8'h61 : HexSeg[3] = 1;
      8'h42 : begin
	 HexSeg[0] = 1;
	 HexSeg[1] = 1;
      end
      8'h62 : begin
	 HexSeg[0] = 1;
	 HexSeg[1] = 1;
      end
      8'h43 : begin
	 HexSeg[1] = 1; HexSeg[2] = 1; HexSeg[6] = 1;
      end
      8'h63 : begin
	 HexSeg[1] = 1; HexSeg[2] = 1; HexSeg[6] = 1;
      end
      8'h44 : begin
	 HexSeg[0] = 1; HexSeg[5] = 1;
      end
      8'h64 : begin
	 HexSeg[0] = 1; HexSeg[5] = 1;
      end
      8'h45 : begin
	 HexSeg[1] = 1; HexSeg[2] = 1;
      end
      8'h65 : begin
	 HexSeg[1] = 1; HexSeg[2] = 1;
      end
      8'h46 : begin
	 HexSeg[1] = 1; HexSeg[2] = 1; HexSeg[3] = 1;
      end
      8'h66 : begin
	 HexSeg[1] = 1; HexSeg[2] = 1; HexSeg[3] = 1;
      end
      8'h47 : HexSeg[4] = 1;
      8'h67 : HexSeg[4] = 1;
      8'h48 : begin
	 HexSeg[0] = 1; HexSeg[3] = 1;
      end
      8'h68 : begin
	 HexSeg[0] = 1; HexSeg[3] = 1;
      end
      8'h49 : begin
	 HexSeg[3:0] = 4'b1111; HexSeg[6] = 1;
      end
      8'h69 : begin
	 HexSeg[3:0] = 4'b1111; HexSeg[6] = 1;
      end
      8'h4A : begin
	 HexSeg[6:5] = 2'b11; HexSeg[0] = 1;
      end
      8'h6A : begin
	 HexSeg[6:5] = 2'b11; HexSeg[0] = 1;
      end
      8'h4B : begin
	 HexSeg[0] = 1; HexSeg[3] = 1;
      end
      8'h6B : begin
	 HexSeg[0] = 1; HexSeg[3] = 1;
      end
      8'h4C : begin
	 HexSeg[2:0] = 3'b111; HexSeg[6] = 1;
      end
      8'h6C : begin
	 HexSeg[2:0] = 3'b111; HexSeg[6] = 1;
      end
      8'h4D : begin
	 HexSeg[6:5] = 2'b11; HexSeg[1] = 1; HexSeg[3] = 1;
      end
      8'h6D : begin
	 HexSeg[6:5] = 2'b11; HexSeg[1] = 1; HexSeg[3] = 1;
      end
      8'h4E : begin
	 HexSeg[1:0] = 2'b11; HexSeg[5] = 1; HexSeg[3] = 1;
      end
      8'h6E : begin
	 HexSeg[1:0] = 2'b11; HexSeg[5] = 1; HexSeg[3] = 1;
      end
      8'h4F : begin
	 HexSeg[6] = 1;
      end
      8'h6F : begin
	 HexSeg[6] = 1;
      end
      8'h50 : begin
	 HexSeg[3:2] = 2'b11;
      end
      8'h70 : begin
	 HexSeg[3:2] = 2'b11;
      end
      8'h51 : begin
	 HexSeg[4:3] = 2'b11;
      end
      8'h71 : begin
	 HexSeg[4:3] = 2'b11;
      end
      8'h52 : begin
	 HexSeg[3:0] = 4'b1111; HexSeg[5] = 0;
      end
      8'h72 : begin
	 HexSeg[3:0] = 4'b1111; HexSeg[5] = 0;
      end
      8'h53 : begin
	 HexSeg[1] = 1; HexSeg[4] = 0;
      end
      8'h73 : begin
	 HexSeg[1] = 1; HexSeg[4] = 0;
      end
      8'h54 : begin
	 HexSeg[2:0] = 3'b111;
      end
      8'h74 : begin
	 HexSeg[2:0] = 3'b111;
      end
      8'h55 : begin
	 HexSeg[0] = 1; HexSeg[6] = 1;
      end
      8'h75 : begin
	 HexSeg[0] = 1; HexSeg[6] = 1;
      end
      8'h56 : begin
	 HexSeg[1:0] = 2'b11; HexSeg[6:5] = 2'b11;
      end
      8'h76 : begin
	 HexSeg[1:0] = 2'b11; HexSeg[6:5] = 2'b11;
      end
      8'h57 : begin
	 HexSeg[0] = 1; HexSeg[6] = 1; HexSeg[2] = 1; HexSeg[4] = 1;
      end
      8'h77 : begin
	 HexSeg[0] = 1; HexSeg[6] = 1; HexSeg[2] = 1; HexSeg[4] = 1;
      end
      8'h58 : begin
	 HexSeg[0] = 1; HexSeg[3] = 1;
      end
      8'h78 : begin
	 HexSeg[0] = 1; HexSeg[3] = 1;
      end
      8'h59 : begin
	 HexSeg[0] = 1; HexSeg[4] = 1;
      end
      8'h79 : begin
	 HexSeg[0] = 1; HexSeg[4] = 1;
      end
      8'h5A : begin
	 HexSeg[2] = 1; HexSeg[5] = 1;
      end
      8'h7A : begin
	 HexSeg[2] = 1; HexSeg[5] = 1;
      end
      8'h30 : begin
	 HexSeg[6] = 1;
      end
      8'h31 : begin
	 HexSeg[0] = 1; HexSeg[6:3] = 4'b1111;
      end
      8'h32 : begin
	 HexSeg[2] = 1; HexSeg[5] = 1;
      end
      8'h33 : begin
	 HexSeg[4] = 1; HexSeg[5] = 1;
      end
      8'h34 : begin
	 HexSeg[0] = 1; HexSeg[4:3] = 2'b11;
      end
      8'h35 : begin
	 HexSeg[1] = 1; HexSeg[4] = 1;
      end
      8'h36 : begin
	 HexSeg[1] = 1;
      end
      8'h37 : begin
	 HexSeg[6:3] = 4'b1111;
      end
      8'h38 : begin
	 HexSeg[6:0] = 7'd0;
      end
      8'h39 : begin
	 HexSeg[2] = 1;
      end
      default : HexSeg[6] = 1;
      endcase
   end
endmodule
==> flow/run.sh <==
#!/bin/bash
# OpenROAD 26Q1-2900-gdf79404cd8, Yosys 0.63+post, stock flow scripts
make -C /OpenROAD-flow-scripts/flow DESIGN_CONFIG=/design/flow/config.mk WORK_HOME=/design/flow/orfs finish
==> flow/config.mk <==
export PLATFORM = sky130hd
export DESIGN_NAME = Dec27Seg
export DESIGN_NICKNAME = Dec27Seg
export VERILOG_FILES = /design/flow/design.v
export SDC_FILE = /design/flow/constraint.sdc
export NUM_CORES = 4
export LEC_CHECK = 1
export CORE_AREA = 10 10 70 70
export DIE_AREA = 0 0 80 80
==> flow/constraint.sdc <==
current_design Dec27Seg

set clk_period 2.0
set clk_io_pct 0.2

create_clock -name clk0 -period $clk_period

set non_clock_inputs [all_inputs -no_clocks]
set_input_delay [expr $clk_period * $clk_io_pct] -clock clk0 $non_clock_inputs
set_output_delay [expr $clk_period * $clk_io_pct] -clock clk0 [all_outputs]
==> impl_metrics.tcl <==
# yosys + openroad results
set metrics [dict create \
    power_density_nw_per_um2 152 \
    viasPerCell 3.22 \
    area_growth_pct 119 \
    worstHoldEndpoint "HexSeg[6]" \
    place_area_um2 579 \
    hold_class "primary input to output port" \
    layoutNonFillerInstCount 117 \
    vias 377 \
    synth_area_per_cell_um2 8.15 \
    rsz0062_at_grt "no" \
    pre_cts_ws_ns -0.697 \
    fmax_mhz 516 \
    synth_warnings 1 \
    maxCapViolCount 0 \
    drt-total-wl_um 1080 \
    ant_nets 0 \
    startpoint_type "primary input" \
    crit_chain "buf_4 -> buf_4 -> ha_2 -> mux4_2 -> nor2b_1 -> buf_2" \
    flops 0 \
    flop_area_um2 0 \
    crit_arrival_ns 1.54 \
    core_area_um2 3420 \
    dp.cells 107 \
    p_leak_nw 0.313 \
    ys_seq_share 0 \
    slew-limit-headroom 0.807 \
    worstPathMaxFanout 4 \
    netlist_area_um2 318 \
    layout_setup_ws_ns 0.0632 \
    yosysCellCount 39 \
    gr-total-overflow 0 \
    crit_slowest_cell "mux4_2" \
    warnings 38 \
    drt-initial-drc-count 16 \
    fin_setup_tns_ns 0 \
    finish.utilization 0.204 \
    crit_top_cell "buf_4" \
    grt_pass1_wl_um 1840 \
    slew_violations 0 \
    design_area_um2 697 \
    fill_cells 389 \
    worstPathRequired_ns 1.60 \
    grt_pass1_vias 398 \
    period_used_share 0.968 \
    clock_buffers 0 \
    netlist-cell-type-count 18 \
    path_class "primary input to output port" \
    run_status "complete, no violations" \
    wire_per_inst_um 9.24 \
    place.port_buffers 15 \
    place.gp.congestion 0.801 \
    dieArea_um2 6400 \
    pin_count 15 \
    grt_usage 0.0338 \
    setup.worst_path.end_class "output port" \
    fp_util 0.0930 \
    drive_gt1_frac 0.676 \
    dp_hpwl_um 807 \
    hold_ws_ns 1.23 \
    route.detailed.drc 0 \
    die_w_um 80 \
    synthCells 39 \
    die_y_um 80 \
    min_period_ns 1.94 \
    max_stage_delay_ns 0.45 \
    setup_viol 0 \
    grt_max_degree 9 \
    antenna_found_initial 0 \
    ir_drop_v 0.0000472 \
    worstMarginPinSlew_ns 0.290 \
    rows 21 \
    combGateArea_um2 337 \
    drt_first_pass_iters 2 \
    hp-start "Decimal[6]" \
    insertedDiodeCount 0 \
    holdPathStages 5 \
    p_total_mw 0.106 \
    yosys_area_um2 318 \
    hold_viol 0 \
]
[cell type report]
cell class,instances,area share
repair buffers,35,0.402
well taps,46,0.0826
multi-input cells,32,0.483
inverters,4,0.0323
[routing by layer]
layer | up-vias | global-route usage | share of wire
met2 | 9 | 0.0441 | 0.41
met3 | 0 | 0.0114 | 0.089
li1 | 199 | - | -
met5 | - | 0 | 0
met4 | 0 | 0 | 0
met1 | 169 | 0.0536 | 0.50
[synthesized netlist by cell type]
| master | n | area share |
|---|---|---|
| inv_1 | 3 | 0.035 |
| nor3_1 | 1 | 0.016 |
| mux2_1 | 1 | 0.035 |
| inv_4 | 1 | 0.020 |
| or4_1 | 1 | 0.024 |
| buf_2 | 2 | 0.031 |
| a22oi_1 | 2 | 0.047 |
| buf_6 | 1 | 0.035 |
| mux4_2 | 1 | 0.071 |
| nor2_1 | 7 | 0.083 |
| a21oi_1 | 2 | 0.031 |
| a211oi_1 | 1 | 0.024 |
| mux2_2 | 2 | 0.071 |
| nor2b_1 | 2 | 0.039 |
| ha_1 | 7 | 0.28 |
| mux2i_1 | 2 | 0.063 |
| a211oi_2 | 2 | 0.079 |
| and2_1 | 1 | 0.020 |
[where the power goes]
part           switching [mW]  internal [mW]  leakage [nW]
Clock                       0              0             0
Combinational          0.0441         0.0619         0.313
Sequential                  0              0             0
Total                  0.0441         0.0619         0.313
[repair_timing]
item / in CTS / in global routing
gates cloned: 0 / 0
hold buffers: 0 / 0
gates resized: 54 / 10
hold endpoints to repair: 0 / 0
endpoints found under the setup margin: 7 / 4
pin swaps: 8 / 2
setup buffers: 10 / 0
[worst max path at each step]
stage / from / end / slack (ns) / cells past startpoint
CTS: Decimal[4] / HexSeg[1] / 0.009 / 5
global route: Decimal[0] / HexSeg[3] / 0.004 / 7
finish: Decimal[1] / HexSeg[3] / 0.06 / 6
[worst max-delay path: cells and delay by family]
family / cells / cell delay (ns)
buffers and inverters: 3 / 0.37
adder cells (fa/ha/maj): 1 / 0.17
multiplexers: 1 / 0.45
AND/OR/NAND/NOR: 1 / 0.14
[cell families (layout without fill, tap and decap cells)]
| group | count (synthesis) | in the layout | synth area share |
|---|---|---|---|
| adders and majority gates | 7 | 7 | 0.276 |
| muxes | 6 | 6 | 0.240 |
| and+or+nand+nor | 12 | 12 | 0.181 |
| buffers and inverters | 7 | 39 | 0.122 |
| AOI/OAI and AO/OA | 7 | 7 | 0.181 |
[placed cells by master (no fill, tap or decap), types with 2 or more instances in the layout]
| master | count |
|---|---|
| buf_4 | 16 |
| buf_6 | 6 |
| nor2_1 | 4 |
| clkdlybuf4s15_1 | 4 |
| buf_2 | 4 |
| inv_4 | 3 |
| ha_1 | 3 |
| clkbuf_2 | 3 |
| nor2_2 | 2 |
| mux2_2 | 2 |
| mux2i_1 | 2 |
| a211oi_2 | 2 |
| ha_4 | 2 |
| ha_2 | 2 |
| dlygate4sd2_1 | 2 |
Power figures rest on the tool's default switching activity, not on a simulated workload.
